==> flow/design.v <==
module fixed_add(
    input signed [8-1:0] a,
    input signed [8-1:0] b,
    output signed [8-1:0] sum
);
    assign sum = a + b;
endmodule
module fixed_sub(
    input signed [8-1:0] a,
    input signed [8-1:0] b,
    output signed [8-1:0] diff
);
    assign diff = a - b;
endmodule
module fixed_mult(
    input signed [8-1:0] a,
    input signed [8-1:0] b,
    output signed [8-1:0] product
);
    wire signed [(8*2)-1:0] temp_product;
    assign temp_product = a * b;
    assign product = temp_product >>> 4;  
endmodule
module complex_add(
    input signed [8*2-1:0] q1_in,
    input signed [8*2-1:0] q2_in,
    output signed [8*2-1:0] q_out
);
    wire signed [8-1:0] q1_real = q1_in[8*2-1:8];
    wire signed [8-1:0] q1_imag = q1_in[8-1:0];
    wire signed [8-1:0] q2_real = q2_in[8*2-1:8];
    wire signed [8-1:0] q2_imag = q2_in[8-1:0];
    wire signed [8-1:0] out_real;
    wire signed [8-1:0] out_imag;
    fixed_add add_real_inst (.a(q1_real), .b(q2_real), .sum(out_real));
    fixed_add add_imag_inst (.a(q1_imag), .b(q2_imag), .sum(out_imag));
    assign q_out = {out_real, out_imag};
endmodule
module complex_sub(
    input signed [8*2-1:0] q1_in,
    input signed [8*2-1:0] q2_in,
    output signed [8*2-1:0] q_out
);
    wire signed [8-1:0] q1_real = q1_in[8*2-1:8];
    wire signed [8-1:0] q1_imag = q1_in[8-1:0];
    wire signed [8-1:0] q2_real = q2_in[8*2-1:8];
    wire signed [8-1:0] q2_imag = q2_in[8-1:0];
    wire signed [8-1:0] out_real;
    wire signed [8-1:0] out_imag;
    fixed_sub sub_real_inst (.a(q1_real), .b(q2_real), .diff(out_real));
    fixed_sub sub_imag_inst (.a(q1_imag), .b(q2_imag), .diff(out_imag));
    assign q_out = {out_real, out_imag};
endmodule
module complex_mult(
    input signed [8*2-1:0] q1_in,
    input signed [8*2-1:0] q2_in,
    output signed [8*2-1:0] q_out
);
    wire signed [8-1:0] a_real = q1_in[8*2-1:8];
    wire signed [8-1:0] a_imag = q1_in[8-1:0];
    wire signed [8-1:0] b_real = q2_in[8*2-1:8];
    wire signed [8-1:0] b_imag = q2_in[8-1:0];
    wire signed [8-1:0] ac, bd, ad, bc;
    fixed_mult mult_ac_inst (.a(a_real), .b(b_real), .product(ac));
    fixed_mult mult_bd_inst (.a(a_imag), .b(b_imag), .product(bd));
    fixed_mult mult_ad_inst (.a(a_real), .b(b_imag), .product(ad));
    fixed_mult mult_bc_inst (.a(a_imag), .b(b_real), .product(bc));
    wire signed [8-1:0] out_real;
    wire signed [8-1:0] out_imag;
    fixed_sub sub_real_part_inst (.a(ac), .b(bd), .diff(out_real));
    fixed_add add_imag_part_inst (.a(ad), .b(bc), .sum(out_imag));
    assign q_out = {out_real, out_imag};
endmodule
module complex_mult_scalar(
    input signed [8*2-1:0] q_in,
    input signed [8-1:0] scalar,
    output signed [8*2-1:0] q_out
);
    wire signed [8-1:0] a_real = q_in[8*2-1:8];
    wire signed [8-1:0] a_imag = q_in[8-1:0];
    wire signed [8-1:0] out_real;
    wire signed [8-1:0] out_imag;
    fixed_mult mult_real_part_inst (.a(a_real), .b(scalar), .product(out_real));
    fixed_mult mult_imag_part_inst (.a(a_imag), .b(scalar), .product(out_imag));
    assign q_out = {out_real, out_imag};
endmodule
module cos_sin_lut(
    input signed [8-1:0] angle_in, 
    output signed [8-1:0] cos_out,
    output signed [8-1:0] sin_out
);
    function integer clogb2;
      input integer value;
      begin
        clogb2 = 0;
        while (value > 1) begin
          clogb2 = clogb2 + 1;
          value = value >> 1;
        end
      end
    endfunction
    parameter NUM_SEGMENTS = 8;  
    wire [clogb2(NUM_SEGMENTS)-1:0] lut_index;  
    assign lut_index = angle_in[8-2 -: clogb2(NUM_SEGMENTS)]; 
    reg signed [8-1:0] cos_table [0:NUM_SEGMENTS-1];
    reg signed [8-1:0] sin_table [0:NUM_SEGMENTS-1];
    initial begin
        cos_table[0] = 8'd16;    
        cos_table[1] = 8'd11;    
        cos_table[2] = 8'd0;     
        cos_table[3] = -8'd11;   
        cos_table[4] = -8'd16;   
        cos_table[5] = -8'd11;   
        cos_table[6] = 8'd0;     
        cos_table[7] = 8'd11;    
        sin_table[0] = 8'd0;     
        sin_table[1] = 8'd11;    
        sin_table[2] = 8'd16;    
        sin_table[3] = 8'd11;    
        sin_table[4] = 8'd0;     
        sin_table[5] = -8'd11;   
        sin_table[6] = -8'd16;   
        sin_table[7] = -8'd11;   
    end
    assign cos_out = cos_table[lut_index];
    assign sin_out = sin_table[lut_index];
endmodule
module qft_2_qubit(
    input signed [8*8-1:0] q_state_in,
    output signed [8*8-1:0] q_state_out
);
    wire signed [8*2-1:0] amp_00_in = q_state_in[8*8-1:8*6];
    wire signed [8*2-1:0] amp_01_in = q_state_in[8*6-1:8*4];
    wire signed [8*2-1:0] amp_10_in = q_state_in[8*4-1:8*2];
    wire signed [8*2-1:0] amp_11_in = q_state_in[8*2-1:0];
    parameter signed [8-1:0] ONE_OVER_SQRT2 = 8'd11; 
    parameter signed [8-1:0] PI_OVER_2_FX = 8'd25; 
    wire signed [8*2-1:0] temp_sum_00_10, temp_sum_01_11, temp_diff_00_10, temp_diff_01_11;
    wire signed [8*2-1:0] amp_00_h0, amp_01_h0, amp_10_h0, amp_11_h0;
    complex_add add_00_10_inst (.q1_in(amp_00_in), .q2_in(amp_10_in), .q_out(temp_sum_00_10));
    complex_add add_01_11_inst (.q1_in(amp_01_in), .q2_in(amp_11_in), .q_out(temp_sum_01_11));
    complex_sub sub_00_10_inst (.q1_in(amp_00_in), .q2_in(amp_10_in), .q_out(temp_diff_00_10));
    complex_sub sub_01_11_inst (.q1_in(amp_01_in), .q2_in(amp_11_in), .q_out(temp_diff_01_11));
    complex_mult_scalar scale_00_h0_inst (.q_in(temp_sum_00_10),  .scalar(ONE_OVER_SQRT2), .q_out(amp_00_h0));
    complex_mult_scalar scale_01_h0_inst (.q_in(temp_sum_01_11),  .scalar(ONE_OVER_SQRT2), .q_out(amp_01_h0));
    complex_mult_scalar scale_10_h0_inst (.q_in(temp_diff_00_10), .scalar(ONE_OVER_SQRT2), .q_out(amp_10_h0));
    complex_mult_scalar scale_11_h0_inst (.q_in(temp_diff_01_11), .scalar(ONE_OVER_SQRT2), .q_out(amp_11_h0));
    wire signed [8-1:0] cos_val_cphase, sin_val_cphase;
    cos_sin_lut cphase_pi2_lut (.angle_in(PI_OVER_2_FX), .cos_out(cos_val_cphase), .sin_out(sin_val_cphase));
    wire signed [8*2-1:0] phase_factor_cphase = {cos_val_cphase, sin_val_cphase};  
    wire signed [8*2-1:0] amp_11_cphase_res;
    complex_mult mult_11_phase_inst (.q1_in(amp_11_h0), .q2_in(phase_factor_cphase), .q_out(amp_11_cphase_res));
    wire signed [8*2-1:0] amp_00_cphase = amp_00_h0;
    wire signed [8*2-1:0] amp_01_cphase = amp_01_h0;
    wire signed [8*2-1:0] amp_10_cphase = amp_10_h0;
    assign q_state_out = {amp_00_cphase, amp_10_cphase, amp_01_cphase, amp_11_cphase_res}; 
endmodule
==> flow/run.sh <==
#!/bin/bash
# OpenROAD 26Q1-2900-gdf79404cd8, Yosys 0.63+post, stock flow scripts
make -C /OpenROAD-flow-scripts/flow DESIGN_CONFIG=/design/flow/config.mk WORK_HOME=/design/flow/orfs finish
==> flow/config.mk <==
export PLATFORM = sky130hd
export DESIGN_NAME = qft_2_qubit
export DESIGN_NICKNAME = qft_2_qubit
export VERILOG_FILES = /design/flow/design.v
export SDC_FILE = /design/flow/constraint.sdc
export NUM_CORES = 4
export LEC_CHECK = 1
export CORE_UTILIZATION = 50
==> flow/constraint.sdc <==
current_design qft_2_qubit

set clk_period 15.9
set clk_io_pct 0.2

create_clock -name clk0 -period $clk_period

set non_clock_inputs [all_inputs -no_clocks]
set_input_delay [expr $clk_period * $clk_io_pct] -clock clk0 $non_clock_inputs
set_output_delay [expr $clk_period * $clk_io_pct] -clock clk0 [all_outputs]
==> impl_metrics.json <==
{
  "outcome": "finished clean",
  "cp-end-kind": "output pin",
  "critPathTopFamily": "adder cells",
  "dieHeight_um": 135,
  "worstHoldStart": "q_state_in[56]",
  "antenna_found_initial": 0,
  "portBuffers": 128,
  "cp.arrival_ns": 11.38,
  "cts_resized": 0,
  "grt_overflow": 0,
  "path_class": "primary input to output pin",
  "grt_first_pass_wirelength_um": 27200,
  "core_um2": 17400,
  "cp_max_fo": 6,
  "die_w_um": 135,
  "rsz0062_at_grt": "no",
  "fin_crit_ns": 14.56,
  "avgRoutedWirePerCell_um": 10.5,
  "max_slew_margin_pct": 51.6,
  "gp_congestion": 0.857,
  "grt_max_degree": 11,
  "place_area_um2": 10400,
  "maxCapViolCount": 0,
  "yosysWarnings": 1,
  "ys_cells": 1128,
  "fillers": 1630,
  "fa_ha_area_share_pct": 45.2,
  "hp-class": "primary input to output pin",
  "start_kind": "primary input",
  "grt_usage_pct": 17.9,
  "drv_slew": 0,
  "mux_area_share_pct": 1.27,
  "nClkBuffers": 0,
  "seq_area_um2": 0,
  "warnings": 74,
  "slowest_delay_ns": 0.58,
  "drtIter0Drc": 178,
  "aoi_share_pct": 14.1,
  "num_vias": 7121,
  "postSynthCellCount": 1128,
  "logic_area_um2": 7850,
  "synth.distinct_cells": 60,
  "crit_top_cell": "ha_1",
  "yosys_area_um2": 8890,
  "ant_nets": 0,
  "netlist_logic_family_top": "adder cells",
  "via_per_inst": 4.84,
  "met2_length_um": 6480,
  "num_antenna_cells": 0,
  "drive_above_1_share_pct": 2.25,
  "drcViolationCount": 0,
  "fp-row-count": 48,
  "chip_area_um2": 18300,
  "grt_pass1_vias": 6316,
  "fmax_ghz": 0.0687,
  "dr.pass1.iters": 4,
  "finalCritPeriodShare_pct": 91.6,
  "hold_depth": 7,
  "dr_wl_met3_um": 574,
  "setup_tns_ns": 0,
  "seq_cells": 0,
  "cts_setup_buffers": 0,
  "routed_wl_um": 15500,
  "slowest_stage": "fa_1",
  "ios": 128,
  "topRoutingLayerUsed": "met3",
  "syn-cell-area_um2": 8890,
  "required_ns": 12.72,
  "synth.avg_cell_area_um2": 7.88,
  "holdPathEnd": "q_state_out[40]",
  "area_growth_syn_to_layout_pct": 17.1,
  "final_area_um2": 10400,
  "yosys.area_share.simple_pct": 11.4,
  "worst-slew-pin-transition_ns": 0.722,
  "ys_seq_share_pct": 0,
  "dp_hpwl_um": 14100,
  "xor_share_pct": 16.2,
  "cts_hold_buf": 0,
  "hold_viol_final": 0,
  "utilization_pct": 60.0,
  "initial_core_util_pct": 51.2,
  "setup_viol": 0,
  "drt-met1-wl_um": 8420,
  "crit_buf_inv": 8
}
==> final cells by class <==
class	count	area share, %
Timing Repair Buffer	129	12.4
Multi-Input combinational cell	852	75.3
Inverter	266	9.59
Tap cell	225	2.70
==> per-layer routing <==
layer  global-route usage, %  vias up
met5                       0        -
met4                  0.0624        0
met3                    1.34        0
met2                    28.1       93
met1                    28.8     3098
li1                        -     3930
==> cells by family (layout without fill, tap and decap cells) <==
group / count (synthesis) / count (layout)
buffers and inverters: 276 / 395
AOI/OAI and AO/OA: 187 / 187
and+or+nand+nor: 210 / 210
xor gates and xnor gates: 155 / 155
muxes: 10 / 10
adders and majority gates: 290 / 290
==> tightest hold or removal path, cell delays in order <==
cell             delay, ns
clkdlybuf4s50_1       0.44
inv_1                 0.07
ha_1                  0.15
and4b_1               0.21
nor3_1                0.13
nor2_1                0.05
clkdlybuf4s50_1       0.38
==> cells in the final DEF, fill, tap and decap left out, drive strengths merged, types with 3 or more instances in the layout <==
| master | n |
|---|---|
| nor4 | 6 |
| o21a | 34 |
| or4 | 5 |
| a221oi | 3 |
| clkdlybuf4s50 | 128 |
| nand3 | 10 |
| xor2 | 36 |
| a21oi | 59 |
| o31ai | 3 |
| nand2b | 10 |
| nor2b | 16 |
| inv | 266 |
| a211oi | 4 |
| nor2 | 94 |
| nor3 | 28 |
| a21boi | 3 |
| ha | 238 |
| o21bai | 15 |
| xnor2 | 114 |
| o21ai | 26 |
| o211ai | 4 |
| mux2 | 10 |
| fa | 52 |
| nand2 | 25 |
| a21o | 12 |
| and4b | 7 |
| xnor3 | 5 |
==> worst max path at each step <==
stage     cells after the start               to          start  slack, ns
4_1_cts                      38  q_state_out[15]  q_state_in[8]       1.29
5_1_grt                      38  q_state_out[15]  q_state_in[8]       0.80
6_report                     38  q_state_out[15]  q_state_in[8]       1.34
==> metrics by stage <==
stage | hold slack (ns) | setup WS (ns) | instances
2_1_floorplan | 6.76 | 2.83 | 1128
3_3_place_gp | 7.80 | 1.33 | 1472
3_5_place_dp | 7.80 | 1.34 | 1472
4_1_cts | 7.80 | 1.29 | 1472
5_1_grt | 7.90 | 0.799 | 1472
6_report | 7.79 | 1.34 | 1472
==> Yosys cell counts, types with 10 or more instances <==
master	n	area (um2)
mux2_2	10	113
xor2_1	36	315
o21a_1	33	248
nor2b_1	16	100
fa_1	52	1040
nor3_1	27	135
inv_1	262	983
nand3_1	10	50.1
nand2_1	25	93.8
o21bai_1	15	113
a21o_1	12	90.1
o21ai_0	18	90.1
nor2_1	94	353
ha_1	238	2980
nand2b_1	10	62.6
a21oi_1	59	295
xnor2_1	112	981
