--- /design/flow/run.sh ---
#!/bin/bash
# OpenROAD 26Q1-2900-gdf79404cd8, Yosys 0.63+post, stock flow scripts
make -C /OpenROAD-flow-scripts/flow DESIGN_CONFIG=/design/flow/config.mk WORK_HOME=/design/flow/orfs finish
--- /design/flow/config.mk ---
export PLATFORM = sky130hd
export DESIGN_NAME = crot_pi_4_gate_pipelined
export DESIGN_NICKNAME = crot_pi_4_gate_pipelined
export VERILOG_FILES = /design/flow/design.v
export SDC_FILE = /design/flow/constraint.sdc
export NUM_CORES = 4
export LEC_CHECK = 1
export CORE_UTILIZATION = 30
--- /design/flow/constraint.sdc ---
current_design crot_pi_4_gate_pipelined

set clk_period 5.2
set clk_io_pct 0.2

create_clock -name clk0 -period $clk_period [get_ports {clk}]

set non_clock_inputs [all_inputs -no_clocks]
set_input_delay [expr $clk_period * $clk_io_pct] -clock clk0 $non_clock_inputs
set_output_delay [expr $clk_period * $clk_io_pct] -clock clk0 [all_outputs]
--- /design/flow/design.v ---
module crot_pi_4_gate_pipelined(
    input                         clk,
    input                         rst_n,
    input  signed [8-1:0] ar, ai,
    output signed [8-1:0] pr, pi
);
    localparam signed [8-1:0] C_VAL = 11;
    localparam CROT_ADD_WIDTH = (8 + 1);
    localparam CROT_MULT_WIDTH = CROT_ADD_WIDTH + 8;
    reg signed [CROT_ADD_WIDTH-1:0] sub_s1, add_s1;
    always @(posedge clk or negedge rst_n) begin
        if (!rst_n) begin
            sub_s1 <= 0;
            add_s1 <= 0;
        end else begin
            sub_s1 <= ar - ai;
            add_s1 <= ar + ai;
        end
    end
    reg signed [CROT_MULT_WIDTH-1:0] pr_prod_s2, pi_prod_s2;
    always @(posedge clk or negedge rst_n) begin
        if (!rst_n) begin
            pr_prod_s2 <= 0;
            pi_prod_s2 <= 0;
        end else begin
            pr_prod_s2 <= sub_s1 * C_VAL;
            pi_prod_s2 <= add_s1 * C_VAL;
        end
    end
    reg signed [8-1:0] pr_s3, pi_s3;
    always @(posedge clk or negedge rst_n) begin
        if (!rst_n) begin
            pr_s3 <= 0;
            pi_s3 <= 0;
        end else begin
            pr_s3 <= pr_prod_s2 >>> 4;
            pi_s3 <= pi_prod_s2 >>> 4;
        end
    end
    assign pr = pr_s3;
    assign pi = pi_s3;
endmodule
==> flow_summary.ini <==
; physical design summary
[timing]
fin_crit_ns = 2.87
fmax_ghz = 0.348
tns_ns = 0
relSlewSlack_pct = 60.2
tightest_slew_ns = 0.597
rsz0062_at_grt = false
fin_skew_ns = 0.00384
setup_viol = 0
hold_viol_final = 0
fin_crit_sh_pct = 55.3
slew_viol_final = 0

[floorplanning]
fp.dieH_um = 104
die-area_um2 = 10900
ios = 34
fp.dieW_um = 104
rows = 37
core_area_um2 = 10200
initial_utilization_pct = 30.8

[power_and_ir_drop]
totalPowerFinal_uw = 1840
leakagePower_uw = 0.00178
power.density_nw_per_um2 = 492
peakVddDrop_mv = 0.155

[placed_design]
dp_hpwl_um = 3560
place_congestion = 0.821
portBuffers = 33
placed_area_um2 = 3650

[logic_synthesis]
synth-edff-count = 0
synth_async_sr_flop_share_pct = 100
synth_flops = 49
top_cell_area_share_pct = 39.0
syn_inst = 291
synthesis.area_um2 = 3150
yosys_most_used_dff = dfrtp_1
top_cell = inv_1
yosys-stat-area_um2 = 3150
ys.warnings.count = 1
synthTopCellsByArea = dfrtp_1 39%, ha_1 21%, fa_1 7.6%, inv_1 6.9%, xnor2_1 6.7%
yosys_cells = 291
top_area_cell = dfrtp_1
syn_avg_cell_area_um2 = 10.8
synth_cell_types = 35
common_cells = 58 x inv_1, 52 x ha_1, 49 x dfrtp_1, 24 x xnor2_1, 20 x nor2_1
yosysSeqAreaShare_pct = 39.0

[status]
outcome = completed

[job]
warning_count = 33
maxCapViolations = 0

[layout]
fill_cells = 979
final-seq-area_um2 = 1230
logic_area_um2 = 1700
final_area_um2 = 3730
layout-drive-gt1-share_pct = 3.60
post-route-util_pct = 36.5
syn_to_final_growth_pct = 18.5

[clock_tree]
cts_made_buffers = 5
clock_path_buffers = 2
clockRootBuffer = clkbuf_8
htreeDepth = 2
clk_pin_slew_worst_paths_ns = 0.08
cts.sinks = 49
insertion_delay_ns = 0.29
hold_buffers = 0
cts_tree = yes
cts_setup_buffers = 0
cts_resized = 0

[global_routing]
grt_max_degree = 50
grt_use_met2_pct = 13.9
antenna_found_initial = 0
busiest_layer = met1
grt.overflow.total = 0
grt_use_total_pct = 9.26
grt_use_met3_pct = 1.53
grt_use_met1_pct = 14.7
grt_pass1_vias = 1926
grt_pass1_wl_um = 8250

[drt]
ant_nets = 0
drtIter0Drc = 58
vias = 1964
wl_per_cell_um = 9.46
antennaDiodeCount = 0
first_pass_iters = 3
post-route-drc-count = 0
post_drt_via_cell_ratio = 4.19
wl_um = 4440

[worst_setup_path]
end_kind = register
reg2reg_depth = 9
critical_path_arrival_ns = 3.09
rrSetupSlack_ns = 2.33
reg2reg_to = pi_prod_s2[10]
r2r_start = add_s1[1]
start_kind = register
path_class = register to register
worstPathRequired_ns = 5.42
worstPathMaxFanout = 4

[min_path]
min_path_cells = 0
hp-class = register to register
hp-start = pr_prod_s2[11]
min_to = pr_s3[7]
-- where the power goes --
part / total [uW] / internal (uW) / leakage, uW / switching [uW]
sequential: 603 / 547 / 0.000571 / 55.7
combinational: 1020 / 549 / 0.00117 / 473
clock: 211 / 95.8 / 0.0000395 / 115
total: 1840 / 1190 / 0.00178 / 644
-- placed cells by master (no fill, tap or decap), drive strengths merged, types with 2 or more instances in the layout --
master / Yosys / final
nor2b: 7 / 7
fa: 12 / 12
a22oi: 2 / 2
xor2: 7 / 7
xnor2: 24 / 24
nand2: 4 / 4
ha: 52 / 52
nor3: 4 / 4
clkbuf: 0 / 8
a41oi: 2 / 2
a221oi: 2 / 2
o21ai: 14 / 14
dfrtp: 49 / 49
buf: 0 / 2
o21a: 2 / 2
a21boi: 3 / 3
inv: 58 / 58
nor2: 20 / 20
a21oi: 10 / 10
mux2i: 2 / 2
clkdlybuf4s50: 0 / 32
nand2b: 5 / 5
-- layer usage --
layer	wire length, um	part of all wire [%]
met3	157	3.5
met5	0	0
met2	1820	41
met1	2370	54
met4	80	1.8
-- per-stage QoR --
stage | std cells | hold WS, ns | setup slack (ns)
floorplan | 291 | 0.331 | 2.45
CTS | 469 | 0.355 | 2.30
global placement | 461 | 0.333 | 2.11
finish | 469 | 0.350 | 2.33
detailed placement | 461 | 0.335 | 2.08
global route | 469 | 0.357 | 2.18
-- flip-flops by register name, indices dropped and copies added, names as in the netlist --
signal      flops
add_s1          8
pi_prod_s2      8
pi_s3           8
pr_prod_s2      8
pr_s3           8
sub_s1          9
-- worst max-delay path by stage --
stage         startpoint              to  slack (ns)  depth (start not counted)
finish         add_s1[1]  pi_prod_s2[10]        2.33                          9
CTS            add_s1[1]  pi_prod_s2[10]        2.30                          9
global route   add_s1[1]  pi_prod_s2[11]        2.18                          9
-- logic make-up (layout without fill, tap and decap cells) --
family | Yosys count | after routing | share of synthesized area [%]
compound gates | 42 | 42 | 9.58
xor+xnor | 31 | 31 | 8.63
fa+ha+maj | 64 | 64 | 28.3
buf+inv | 58 | 100 | 6.92
flops | 49 | 49 | 39.0
mux | 2 | 2 | 0.636
simple gates | 45 | 45 | 6.96
-- worst max-delay path, stage by stage (launching register included) --
cell and delay (ns):
dfrtp_1 0.41, ha_1 0.32, fa_1 0.46, ha_1 0.34, o21ai_0 0.22, a22oi_2 0.12, and2_4 0.18, a311o_1 0.42
a21oi_1 0.20, xnor2_1 0.13
-- final cells by class --
class                   instances  area share, %
flip-flops and latches         49           32.9
multi-input cells             184           45.7
inverters                      58           5.84
clock buffers                   8           2.15
repair buffers                 34           8.92
well taps                     136           4.56
Power is estimated from default activity; no workload was simulated.
